$ cat ./config.mk
export PLATFORM = sky130hd
export DESIGN_NAME = MEM
export DESIGN_NICKNAME = MEM
export VERILOG_FILES = /design/flow/design.v
export SDC_FILE = /design/flow/constraint.sdc
export NUM_CORES = 4
export LEC_CHECK = 1
export CORE_UTILIZATION = 30
export SYNTH_MEMORY_MAX_BITS = 65536
$ cat ./design.v
module memorydata (
    clock, Rm, Wm, address, RegVal,Data_out
);
    input clock, Rm, Wm;          
    input [15:0]address;         
    input [15:0]RegVal;     
    output reg [15:0] Data_out;  
    reg [15:0] mem[512:0];     
    always @(negedge clock) begin
        if (Wm==1) begin
            mem[address] = RegVal;
        end
    end
    always @(*)begin
        if (Rm==1) begin
            Data_out = mem[address];
        end 
    end
endmodule
module jcontrol(  
    jump,
    jumpC,
    neq,
    zero,
    saidaA
);
input jump, jumpC, neq, zero;
output reg saidaA;
always @(*)
    saidaA = (jump) | ((jumpC) & ((zero & ~neq ) | (neq & ~zero)));
endmodule
module MEM(
    clock,
    Wr, Wm, Rm, Neq, J, JC,
    PC,
    rdex,
    zeroOut,
    acOutValue,
    RegVal,
    data_out,
    jumpOut,
    acOutWb,
    saidaA,
    rdmem,
    Wr_MEM, Rm_MEM,
);
    input clock;
    input Wr, Wm, Rm, Neq, J, JC;
    input zeroOut;
    input [15:0]PC;
    input [15:0]RegVal;
    input [15:0]acOutValue;
    input [1:0]rdex;
    output reg [1:0]rdmem;
    output reg [15:0]jumpOut;
    output reg Wr_MEM, Rm_MEM;
    output [15:0] data_out;
    output reg [15:0] acOutWb;
    output saidaA;
    always@(*) begin
        acOutWb = acOutValue;
        rdmem = rdex;
        jumpOut = PC;
        Rm_MEM = Rm;
        Wr_MEM = Wr;
    end
    jcontrol J_exec(
        .jump(J),
        .jumpC(JC),
        .neq(Neq),
        .zero(zeroOut),
        .saidaA(SaidaA)
    );
    memorydata M_D(
        .clock(clock),
        .Rm(Rm_MEM),
        .Wm(Wm),
        .address(acOutValue),
        .RegVal(RegVal),
        .Data_out(data_out)
    );
endmodule
$ cat ./constraint.sdc
current_design MEM

set clk_period 45.8
set clk_io_pct 0.2

create_clock -name clk0 -period $clk_period [get_ports {clock}]

set non_clock_inputs [all_inputs -no_clocks]
set_input_delay [expr $clk_period * $clk_io_pct] -clock clk0 $non_clock_inputs
set_output_delay [expr $clk_period * $clk_io_pct] -clock clk0 [all_outputs]
$ cat ./run.sh
#!/bin/bash
# OpenROAD 26Q1-2900-gdf79404cd8, Yosys 0.63+post, stock flow scripts
make -C /OpenROAD-flow-scripts/flow DESIGN_CONFIG=/design/flow/config.mk WORK_HOME=/design/flow/orfs finish
==> flow_metrics.env <==
# physical design summary
export IMPL_status="finished clean"
export IMPL_cp_arrival_ns=13.31
export IMPL_clk_pin_slew_ns=0.03
export IMPL_tool_warnings=1043
export IMPL_setup_viol=0
export IMPL_wl_per_cell_um=27.9
export IMPL_antenna_found_initial=115
export IMPL_root_buffer="clkbuf_16"
export IMPL_edf_count=8208
export IMPL_synth_top_cell_area_share_pct=78.4
export IMPL_crit_fanout=32
export IMPL_cp_top_family="buffers and inverters"
export IMPL_grt_pass1_vias=217000
export IMPL_unconstrained_endpoints=32
export IMPL_cts_path_max_buffers=4
export IMPL_critPathMaxStageDelay_ns=0.94
export IMPL_vias=191000
export IMPL_grt_pass1_wl_um=1500000
export IMPL_holdCritPathClass="input pin to output pin"
export IMPL_hp_start="Wr"
export IMPL_placed_area_mm2=0.336
export IMPL_numCtsBuffers=841
export IMPL_cts_resized=0
export IMPL_grt_max_degree=104
export IMPL_slew_violations=0
export IMPL_slew_headroom_pct=3.81
export IMPL_cp_end_kind="register"
export IMPL_slowest_stage="nor2_2"
export IMPL_async_reset_ff_share_pct=0
export IMPL_coreArea_mm2=1.04
export IMPL_drive_gt1_share_pct=16.3
export IMPL_row_count=375
export IMPL_setup_tns_ns=0
export IMPL_cap_viol_max_count=0
export IMPL_synthCells=15100
export IMPL_hold_depth=0
export IMPL_post_cts_buffers=0
export IMPL_peakVddDrop_mv=0.0478
export IMPL_syn_area_mm2=0.315
export IMPL_antenna_left=0
export IMPL_avgSynthCellArea_um2=20.8
export IMPL_yosys_top_cells_count="edfxtp_1, mux2i_1, mux4_2, nor2_1, o22ai_1"
export IMPL_ys_cells=15100
export IMPL_crit_buf_inv=4
export IMPL_vias_per_cell=4.89
export IMPL_gr_usage_all_layers_pct=22.0
export IMPL_rsz0062_at_grt="false"
export IMPL_worstSetupStartpointType="input pin"
export IMPL_top_area_cell="edfxtp_1"
export IMPL_path_cells="buf_4 -> buf_4 -> and2_2 -> buf_4 -> nand2_2 -> buf_4 -> nor2_2"
export IMPL_tightest_slew_ns=1.43
export IMPL_fp_util_pct=30.1
export IMPL_crit_required_ns=23.60
export IMPL_die_area_mm2=1.05
export IMPL_ff_type="edfxtp_1"
export IMPL_wl_um=1090000
export IMPL_cts_max_level=6
export IMPL_synthTopCellsByArea="edfxtp_1, mux4_2, mux2i_1"
export IMPL_drtIter0Drc=15300
export IMPL_numSynthFlops=8224
export IMPL_power_density_mw_per_mm2=48.1
export IMPL_cts_tree="yes"
export IMPL_gp_congestion=1.02
export IMPL_portBuffers=55
export IMPL_top_cell="edfxtp_1"
export IMPL_cts_hold_buffers_added=0
export IMPL_pin_count=111
export IMPL_final_hold_violation_count=0
export IMPL_holdPathEnd="Wr_MEM"
export IMPL_die_w_um=1030
export IMPL_yosysWarnings=5
export IMPL_unclocked_pins=16
export IMPL_dp_hpwl_um=683000
export IMPL_p_leak_nw=160
export IMPL_first_pass_iters=9
export IMPL_critPathMostFrequentCell="buf_4"
export IMPL_criticalPathCategory="input pin to register"
export IMPL_yosys_area_mm2=0.315
export IMPL_synth_cell_type_count=71
export IMPL_report_power_total_mw=19.1
export IMPL_syn_to_final_growth_pct=26.0
export IMPL_gr_total_overflow=0
export IMPL_drc=0
export IMPL_die_y_um=1030
export IMPL_finalInstanceArea_mm2=0.396
==> registers in the layout, indices dropped and copies added (netlist names) <==
name,flops
M_D.mem,8208
M_D.Data_out,16
==> layout make-up <==
| type | instances | area (um2) |
|---|---|---|
| fillers | 92400 | 648000 |
| inverters | 3 | 26.3 |
| flip-flops and latches | 8224 | 247000 |
| clock buffers | 854 | 21400 |
| repair buffers | 1062 | 8390 |
| diodes | 145 | 363 |
| well taps | 13900 | 17500 |
| multi-input cells | 5920 | 63600 |
| clock inverters | 8890 | 38500 |
==> worst max-delay path by stage <==
| stage | startpoint | endpoint | slack [ns] | cells after the start |
|---|---|---|---|---|
| CTS | acOutValue[6] | M_D.mem[229][15] | 10.54 | 7 |
| finish | acOutValue[6] | M_D.mem[503][12] | 10.28 | 7 |
| global route | acOutValue[4] | M_D.mem[19][15] | 10.39 | 9 |
==> routing by layer <==
layer  GRT usage (%)  wire length [um]  share of wire [%]  up-vias
li1                -                 -                  -    81600
met1            18.6            304000                 28    91300
met2            28.9            474000                 43    14900
met3            24.0            240000                 22     2899
met4            13.7             65800                6.0      217
met5            6.92              8190               0.75        -
==> power by group <==
group | switching, mW | internal [mW] | total (mW)
Combinational | 0.616 | 0.220 | 0.835
Clock | 4.72 | 5.19 | 9.91
Sequential | 0.00403 | 8.34 | 8.34
Total | 5.34 | 13.7 | 19.1
==> stage by stage <==
step                      hold slack, ns  util (%)  setup slack [ns]  instances
after floorplan                    18.39         -             10.73      15100
after global placement             18.32      32.2              9.42      29200
after detailed placement           18.32      32.2              9.39      29200
after CTS                          18.32      37.9             10.54      38900
after global routing               18.32      38.0             10.39      39000
final                              18.32      38.0             10.28      39000
==> cell families (layout without fill, tap and decap cells) <==
group                  after synthesis  in the layout  share of synthesized area (%)
latches                             16             16                         0.0764
multiplexers                      2943           2943                           14.5
AND-OR/OR-AND                     1570           1570                           3.34
buffers and inverters              953          10800                           1.74
other                                1            146                        0.00119
flip-flops                        8208           8208                           78.4
AND/OR/NAND/NOR                   1406           1406                           2.03
==> placed cells by master, fill, tap and decap left out, types with 79 or more instances in the layout <==
cell type   netlist  routed
diode_2           0     145
o22ai_1         651     651
o21ai_0         133     130
clkinvlp_2        0     227
mux4_2         1271    1271
nor3_1           80      79
nand2_1         261     223
bufinv_16         0     149
edfxtp_1       8208    8208
nor2_2            0     273
mux2i_1        1646    1646
a22oi_1         343     343
nor2_1          654     374
nand3_1         112     111
clkbuf_16         0     854
buf_4           239     996
a21oi_1         143     143
inv_1             3    8379
nor4_1          142     141
Power is estimated from default activity; no workload was simulated.
